**design/flow/run.sh**
```bash
#!/bin/bash
# OpenROAD 26Q1-2900-gdf79404cd8, Yosys 0.63+post, stock flow scripts
make -C /OpenROAD-flow-scripts/flow DESIGN_CONFIG=/design/flow/config.mk WORK_HOME=/design/flow/orfs finish
```
**design/flow/config.mk**
```make
export PLATFORM = sky130hd
export DESIGN_NAME = bcd_controlador_3digitos
export DESIGN_NICKNAME = bcd_controlador_3digitos
export VERILOG_FILES = /design/flow/design.v
export SDC_FILE = /design/flow/constraint.sdc
export NUM_CORES = 4
export LEC_CHECK = 1
export CORE_AREA = 10 10 109 109
export DIE_AREA = 0 0 119 119
```
**design/flow/constraint.sdc**
```tcl
current_design bcd_controlador_3digitos

set clk_period 2.5
set clk_io_pct 0.2

create_clock -name clk0 -period $clk_period [get_ports {ck}]

set non_clock_inputs [all_inputs -no_clocks]
set_input_delay [expr $clk_period * $clk_io_pct] -clock clk0 $non_clock_inputs
set_output_delay [expr $clk_period * $clk_io_pct] -clock clk0 [all_outputs]
```
**design/flow/design.v**
```verilog
module bcd_contador # (parameter width = 3, max_value = 7)
  (output reg cnt_max, output reg [width - 1:0] q, input enb, input rst_s, input ck);
  initial begin
    q = 0;
    cnt_max = 0;
  end
  always @ (negedge ck) begin
    if (rst_s) begin
      q = 0;
      cnt_max = 1'b0;
    end else if (enb) begin
      if (q == max_value)
        q = 0;
      else
        q = q + 1;
    end
    if (q == max_value)
      cnt_max = 1'b1;
    else 
      cnt_max = 1'b0;
  end
endmodule
module bcd_registrador(
    input ck,
    input ld,
    input [3:0] d,
    output reg [3:0] q
);
    initial begin
        q = 0;
    end
    always @(negedge ck) begin
        if (ld) begin
            q = d;
        end
    end
endmodule
module bcd_sgm(
    input wire [3:0] bcd,
    output reg [6:0] sgm
);
    always @* begin
        case (bcd)
            4'b0000: sgm <= 7'b1111110;  
            4'b0001: sgm <= 7'b0110000;  
            4'b0010: sgm <= 7'b1101101;  
            4'b0011: sgm <= 7'b1111001;  
            4'b0100: sgm <= 7'b0110011;  
            4'b0101: sgm <= 7'b1011011;  
            4'b0110: sgm <= 7'b1011111;  
            4'b0111: sgm <= 7'b1110000;  
            4'b1000: sgm <= 7'b1111111;  
            4'b1001: sgm <= 7'b1111011;  
            default: sgm <= 7'b0000000;  
        endcase
    end
endmodule
module bcd_bloco(input ck,
                    input rst_s,
                    input enb,
                    input ld,
                    output reg [6:0] sgm,
                    output cnt_max);
    wire [3:0] qx;   
    wire [3:0] qs;   
    bcd_contador #(.width(4), .max_value(9)) contador (
        .ck(ck),
        .enb(enb),
        .rst_s(rst_s),
        .q(qx),
        .cnt_max(cnt_max)
    );
    bcd_registrador registrador(.ck(ck), .ld(ld), .d(qx), .q(qs));
    bcd_sgm conversor(.bcd(qs), .sgm(sgm));
endmodule
module bcd_controlador_3digitos(input ck,
                                input enb_0,
                                input rst_s,
                                input ld,
                                output reg [6:0] sgm0,
                                output reg [6:0] sgm1,
                                output reg [6:0] sgm2,
                                output enb_3);
  	wire enb_1, aux_1;
	bcd_bloco bloco1 (.ck(ck), .enb(enb_0), .rst_s(rst_s), .ld(ld),
						  .sgm(sgm0), .cnt_max(enb_1));
	bcd_bloco bloco2 (.ck(ck), .enb(enb_1), .rst_s(rst_s), .ld(ld),
						  .sgm(sgm1), .cnt_max(aux_1));
	wire enb_2, aux_2;
	assign enb_2 = enb_1 & aux_1;  
	bcd_bloco bloco3 (.ck(ck), .enb(enb_2), .rst_s(rst_s), .ld(ld),
						  .sgm(sgm2), .cnt_max(aux_2));
	assign enb_3 = enb_2 & aux_2;  
endmodule
```
==> impl_metrics.py <==
# Flow results
metrics = {
    "run_status": {
        "status": "finished, violations left",
        "violations": "negative setup slack",
    },
    "hold_path": {
        "worstHoldStart": "bloco1.contador.q[2]",
        "hold_end": "bloco1.registrador.q[2]",
        "min_path_type": "reg -> reg",
        "whs_path_depth": 0,
    },
    "final_timing": {
        "slew_headroom_pct": 73.8,
        "worst_slew_pin_slew_ns": 0.393,
        "clock_skew_ns": 0.00826,
        "holdWs_ns": 0.482,
        "setup_slack_ns": -0.789,
        "hold_violations": 0,
        "setup_violations": 22,
        "finalSetupTns_ns": -15.39,
        "final_max_slew_viol_count": 0,
        "rsz0062_at_grt": "true",
    },
    "power_and_ir_drop": {
        "peakVddDrop_mv": 0.148,
        "power_mw": 1.09,
        "leakagePower_nw": 1.30,
        "p_per_area_nw_per_um2": 377,
    },
    "setup_path": {
        "path_max_fanout": 4,
        "crit_type": "reg -> out",
        "worstRegToRegCells": 4,
        "r2r_slack_ns": 1.10,
        "r2r-start": "bloco2.contador.q[0]",
        "start_kind": "flip-flop",
        "endpoint_kind": "primary output",
        "cp.arrival_ns": 2.79,
        "crit_required_ns": 2.00,
        "r2r_end": "bloco2.contador.cnt_max",
    },
    "finish": {
        "drive_above_1_share_pct": 44.4,
        "lay_top_cells": "inv_1, buf_4, buf_2",
        "final_cell_area_um2": 2900,
        "area_growth_syn_to_layout_pct": 70.9,
        "layout.cells.most_common": "inv_1",
    },
    "die": {
        "die_y_um": 119,
        "die-area_um2": 14200,
        "core_um2": 9640,
        "fp_util_pct": 17.6,
        "rows": 36,
        "ios": 26,
        "fp.dieW_um": 119,
    },
    "logic_synthesis": {
        "post_synth_inst_count": 181,
        "ys_seq_share_pct": 38.9,
        "yosys_cells": 181,
        "synthesis.area_um2": 1700,
        "yosysWarningCount": 3,
        "largest_area_cell": "edfxtp_1",
        "avgSynthCellArea_um2": 9.37,
        "synth_cell_types": 32,
        "numSynthFlops": 27,
        "synth_top_area_share_pct": 21.2,
        "ys_area_um2": 1700,
        "top_cells_by_area": "edfxtp_1, dfxtp_1, ha_1",
    },
    "detailed_routing": {
        "drtIter0Drc": 99,
        "vias": 1593,
        "viasPerCell": 3.82,
        "wirelength_um": 4030,
        "dr.pass1.iters": 4,
        "insertedDiodeCount": 0,
        "ant_nets": 0,
        "route.detailed.drc": 0,
        "wl_per_cell_um": 9.66,
    },
    "clocking": {
        "numClockSinks": 27,
        "cts_buffer_depth": 2,
        "clock_latency_ns": 0.34,
        "ctsHoldBuffers": 0,
        "clkSlewWorstSetupHoldPaths_ns": 0.04,
        "cts_inserted_buffers": 3,
        "cts-htree-levels": 1,
        "cts_tree": "yes",
        "cts_root_buffer": "clkbuf_8",
    },
    "job": {
        "maxCapViolations": 0,
        "tool_warnings": 72,
    },
    "place": {
        "place_area_um2": 2260,
        "place_congestion": 0.845,
        "hpwl_um": 2560,
        "pre_cts_ws_ns": -0.768,
        "portBuffers": 25,
    },
    "global_route": {
        "grt_pass1_wl_um": 6910,
        "track_usage_pct": 5.47,
        "antenna_found_initial": 0,
        "grt_pass1_vias": 1647,
        "grt_max_degree": 15,
        "grt_remaining_overflow": 0,
    },
}
[state kept, by name (all words and copies together), names as in the netlist]
signal and flops:
bloco1.contador.q 4, bloco1.registrador.q 4, bloco2.contador.q 4, bloco2.registrador.q 4, bloco3.contador.q 4, bloco3.registrador.q 4
bloco1.contador.cnt_max 1, bloco2.contador.cnt_max 1, bloco3.contador.cnt_max 1
[kinds of logic (layout without fill, tap and decap cells)]
kind of cell             Yosys count  after routing  synth area share [%]
flip-flops                        27             27                  38.9
AND-OR/OR-AND                     48             48                  18.3
buffers and inverters             26            129                  6.19
multiplexers                       2              2                  1.25
XOR/XNOR                           9              9                  4.65
AND/OR/NAND/NOR                   47             47                  14.5
adder cells (fa/ha/maj)           22             22                  16.2
[worst max-delay path by stage]
stage | from | endpoint
after CTS | bloco3.registrador.q[1] | sgm2[4]
final | bloco1.registrador.q[1] | sgm0[6]
after global routing | bloco1.registrador.q[1] | sgm0[6]
[where the power goes]
group | leakage, nW | switching, mW | internal [mW]
sequential | 0.246 | 0.0171 | 0.475
clock | 0.171 | 0.224 | 0.166
combinational | 0.880 | 0.0868 | 0.125
[Yosys cell counts (all sizes together)]
cell type / n
xnor2: 5
buf: 1
nand4: 4
nor3: 1
o22ai: 12
a41o: 2
mux2i: 1
nand3: 1
nand2b: 12
or3: 2
mux2: 1
inv: 22
and3: 2
a221oi: 2
xor2: 4
o21bai: 1
ha: 22
clkbuf: 3
edfxtp: 12
or2b: 1
nor2b: 4
dfxtp: 15
a21oi: 5
a22oi: 1
o21ai: 17
nand2: 7
a21o: 3
nor2: 13
a21boi: 1
o21a: 4
[through the flow]
stage / std cells / util, %
floorplan: 181 / -
global placement: 351 / 23.5
detailed placement: 351 / 23.5
CTS: 414 / 28.6
global route: 417 / 30.1
finish: 417 / 30.1
[worst max-delay path, stage by stage, from the launching register on]
cell	delay [ns]
edfxtp_1	0.44
inv_2	0.10
buf_6	0.13
ha_4	0.14
o21ai_2	0.12
nand2b_1	0.09
o21ai_1	0.08
buf_2	0.11
[routing by layer]
metal | global-route usage, % | routed length, µm | part of all wire, % | vias to the layer above
li1 | - | - | - | 841
met1 | 6.44 | 1840 | 46 | 732
met2 | 9.23 | 2030 | 50 | 18
met3 | 1.77 | 143 | 3.6 | 2
met4 | 1.76 | 17 | 0.42 | 0
met5 | 0 | 0 | 0 | -
[what timing repair did]
item | in CTS | in global routing
endpoints found under the setup margin | 27 | 23
setup buffers | 33 | 3
pin swaps | 18 | 7
gates resized | 121 | 23
[layout make-up]
type / count / area (µm²)
sequential: 27 / 663
clock buffer: 3 / 41.3
fill: 962 / 6740
clock inverter: 28 / 105
tap: 133 / 166
inverter: 21 / 81.3
timing repair buffer: 77 / 621
multi-input combinational: 128 / 1220
Power and IR drop assume default switching activity.
