[/design/flow/run.sh]
#!/bin/bash
# OpenROAD 26Q1-2900-gdf79404cd8, Yosys 0.63+post, stock flow scripts
make -C /OpenROAD-flow-scripts/flow DESIGN_CONFIG=/design/flow/config.mk WORK_HOME=/design/flow/orfs finish
[/design/flow/config.mk]
export PLATFORM = sky130hd
export DESIGN_NAME = maquina_de_estados
export DESIGN_NICKNAME = maquina_de_estados
export VERILOG_FILES = /design/flow/design.v
export SDC_FILE = /design/flow/constraint.sdc
export NUM_CORES = 4
export LEC_CHECK = 1
export CORE_AREA = 10 10 70 70
export DIE_AREA = 0 0 80 80
[/design/flow/constraint.sdc]
current_design maquina_de_estados

set clk_period 2.0
set clk_io_pct 0.2

create_clock -name clk0 -period $clk_period [get_ports {ck}]

set non_clock_inputs [all_inputs -no_clocks]
set_input_delay [expr $clk_period * $clk_io_pct] -clock clk0 $non_clock_inputs
set_output_delay [expr $clk_period * $clk_io_pct] -clock clk0 [all_outputs]
[/design/flow/design.v]
module maquina_de_estados(
    input ck,
    input inicio,
    input Vint_z,
    input enb_3,
    output reg enb_0,
    output reg rst_s,
    output reg ch_vm,
    output reg ch_ref,
    output reg ch_zr,
    output reg ld
);
    localparam PARADO=0, RESET=1, CONTAR_TX=2, CONTAR_TM=3, PARAR_CONTADOR=4;
    reg [2:0] estado, prox_estado;
    initial begin
        estado = PARADO;
        prox_estado = PARADO;
	end
    always @(posedge ck) begin
        estado <= prox_estado;
    end
    always @(negedge ck) begin
        case (estado)
            PARADO: begin
                prox_estado <= RESET;
            end
            RESET: begin
                if (inicio)
                    prox_estado <= CONTAR_TX;
            end
            CONTAR_TX: begin
                if (enb_3)
                    prox_estado <= CONTAR_TM;
            end
            CONTAR_TM: begin
                if (Vint_z)
                    prox_estado <= PARAR_CONTADOR;
            end
            PARAR_CONTADOR: begin
                prox_estado <= PARADO;
            end
        endcase
    end
    always @(posedge ck) begin
        case (estado)
            PARADO: begin
                ch_zr <= 1;
                rst_s <= 1;
                ld <= 0;
            end
            RESET: begin
                ch_zr <= 0;
            end
            CONTAR_TX: begin
                ld <= 1;
                enb_0 <= 1;
                ch_vm <= 1;
                rst_s <= 0;
            end
            CONTAR_TM: begin
                ch_vm <= 0;
                ch_ref <= 1;
            end
            PARAR_CONTADOR: begin
                enb_0 <= 0;
                ld <= 0;
                ch_ref <= 0;
            end
        endcase
    end
endmodule
==> results.sh <==
# yosys + openroad results
export IMPL_finalMaxSlewViolations=0
export IMPL_power_switching_mw=0.357
export IMPL_io_pins=10
export IMPL_holdWs_ps=674
export IMPL_skew_ps=72.0
export IMPL_yosysChipArea_um2=474
export IMPL_power_density_nw_per_um2=1590
export IMPL_fin_tns_setup_ps=0
export IMPL_cp_arrival_ps=1000
export IMPL_grt_pass1_wl_mm=1.46
export IMPL_grt_overflow_total=0
export IMPL_maxCapViolCount=0
export IMPL_rr_startpoint="estado[1]"
export IMPL_rsz0062_at_grt="true"
export IMPL_cp_max_fo=4
export IMPL_syn_area_um2=474
export IMPL_combPwrFrac=0.400
export IMPL_rows=21
export IMPL_reg2reg_depth=3
export IMPL_avgSynthCellArea_um2=12.8
export IMPL_leakage_nw=0.295
export IMPL_p_sw_frac=0.304
export IMPL_start_kind="flop"
export IMPL_warning_count=30
export IMPL_post_cts_buffers=0
export IMPL_async_flop_share=0
export IMPL_drive_above_1_share=0.400
export IMPL_crit_start="estado[1]"
export IMPL_ys_warn_count=1
export IMPL_ys_cells=37
export IMPL_post_drt_via_cell_ratio=3.11
export IMPL_clkTransAtPathRegs_ps=80
export IMPL_power_internal_mw=0.818
export IMPL_grt_pass1_vias=348
export IMPL_grt_max_degree=9
export IMPL_dieHeight_um=80
export IMPL_clock_latency_ps=340
export IMPL_yosysTopAreaCell="edfxtp_1"
export IMPL_worstSetupEndpointType="flop"
export IMPL_cp_slowest_stage_delay_ps=360
export IMPL_critPathKind="reg -> reg"
export IMPL_core_um2=3420
export IMPL_dieArea_um2=6400
export IMPL_wl_um=851
export IMPL_drt_iter0_markers=0
export IMPL_clkPwrFrac=0.153
export IMPL_synth_edff_count=9
export IMPL_status="completed"
export IMPL_setup_violations=0
export IMPL_worstPathRequired_ps=1020
export IMPL_drc=0
export IMPL_wl_per_cell_um=8.03
export IMPL_grt_usage=0.0284
export IMPL_die_w_um=80
export IMPL_cts_tree="yes"
export IMPL_area_growth_pct=55.7
export IMPL_root_buffer="clkbuf_4"
export IMPL_worst_pin_slew_ps=177
export IMPL_antenna_found_initial=0
export IMPL_synth_seq_share=0.697
export IMPL_finalHoldViolations=0
export IMPL_synth_top_cell_area_share=0.570
export IMPL_final_antenna_net_count=0
export IMPL_ys_sh_xor=0.0369
export IMPL_h_tree_depth=1
export IMPL_ys_top_cells_by_area="edfxtp_1 57%, dfxtp_1 13%, nor2_1 4.0%, xnor2_1 3.7%, inv_1 3.2%"
export IMPL_routabilityCongestion=0.758
export IMPL_power_frac_seq=0.447
export IMPL_p_total_mw=1.18
export IMPL_layout_setup_ws_ps=16.0
export IMPL_regToRegSetupSlack_ps=20
export IMPL_max_slew_margin_rel=0.882
export IMPL_mux_share=0
export IMPL_cts_made_buffers=3
export IMPL_dp_slack_ps=-511
export IMPL_vias=330
export IMPL_clk_path_buf_depth=2
export IMPL_min_delay_start="estado[1]"
export IMPL_hold_class="reg -> reg"
export IMPL_whs_path_depth=3
export IMPL_peakVddDrop_v=0.000669
export IMPL_ys_top_cells_by_count="9 x edfxtp_1, 5 x nor2_1, 4 x inv_1, 4 x nand2_1, 3 x dfxtp_1"
export IMPL_yosysUniqueCellTypes=16
export IMPL_path_cells="nor2b_4 -> a32oi_2 -> o21ai_2"
export IMPL_synthCells=37
export IMPL_reg2reg_to="prox_estado[2]"
export IMPL_flop_cell="edfxtp_1"
export IMPL_synthTopLogicFamily="simple AND/OR/NAND/NOR gates"
export IMPL_n_fill_cell=377
export IMPL_simple_gate_area_frac=0.113
export IMPL_dpl_hpwl_um=662
export IMPL_numSynthFlops=12
export IMPL_adder_share=0
export IMPL_holdPathEnd="ch_zr"
export IMPL_ys_sh_aoi=0.0712
export IMPL_post_route_util=0.216
export IMPL_io_buffer_count=9
export IMPL_dr_pass1_iters=1
export IMPL_initial_utilization=0.139
export IMPL_crit_path_top_delay_cell="dfxtp_2"
export IMPL_yosys_cell_count_top_type="edfxtp_1"
export IMPL_diodes=0
export IMPL_clock_sinks=12
==> metal layers <==
layer / wire [µm] / global-route usage / part of all wire
met3: 62 / 0.0159 / 0.073
met4: 6 / 0.00352 / 0.0071
met5: 0 / 0 / 0
met1: 437 / 0.0340 / 0.51
met2: 345 / 0.0449 / 0.41
==> power groups by stage <==
stage	Sequential, mW	Clock [mW]	Combinational (mW)
CTS	0.514	0.187	0.472
global route	0.540	0.208	0.521
finish	0.525	0.180	0.470
==> stage by stage <==
step                instance area, µm²  std cells
finish                             738        106
detailed placement                 682        100
CTS                                733        106
global placement                   682        100
floorplan                          475         37
global route                       738        106
==> how the worst max path moves through the flow <==
stage         cells past startpoint        endpoint  slack (ps)
CTS                               2  prox_estado[2]          10
global route                      3  prox_estado[2]         -10
finish                            3  prox_estado[2]          20
==> worst max-delay path: cells and delay by family, from the launching register on <==
| kind | cells | cell delay, ps |
|---|---|---|
| DFF | 1 | 360 |
| and+or+nand+nor | 1 | 160 |
| AOI/OAI and AO/OA | 2 | 220 |
==> placed cells by master, fill, tap and decap left out <==
cell	Yosys	final
nor2_1	5	4
edfxtp_1	9	9
xnor2_1	2	2
inv_2	0	1
clkbuf_4	0	3
nor2b_4	1	1
buf_4	1	11
a32oi_2	0	1
nand2_1	4	4
a21oi_1	1	1
dlygate4sd2_1	0	3
nand2b_1	1	1
o21ai_2	0	1
clkdlybuf4s50_1	0	6
nor2_2	0	1
dfxtp_2	0	1
dfxtp_4	0	2
inv_1	4	5
a21boi_1	1	1
clkinv_2	0	1
a21boi_2	0	1
==> registers in the layout, indices dropped and copies added, names as in the netlist <==
register and flops:
ch_zr 1, enb_0 1, ch_ref 1, ld 1, prox_estado 3, rst_s 1, ch_vm 1, estado 3
==> cells by family (layout without fill, tap and decap cells) <==
logic type      count (synthesis)  count (layout)
flops                          12              12
simple gates                   11              11
buf+inv                         7              30
compound gates                  5               5
xor+xnor                        2               2
==> area by class of cell <==
type                    count  area [µm²]  area share
clock inverters             4        16.3      0.0220
repair buffers             20         169       0.229
inverters                   3        11.3      0.0153
well taps                  46        57.6      0.0780
multi-input cells          18         123       0.166
clock buffers               3        22.5      0.0305
flip-flops and latches     12         339       0.459
==> timing repair <==
item	4_1_cts	5_1_grt
gates resized	10	3
pin swaps	2	2
hold buffers	0	0
setup endpoints to repair	4	3
Power is estimated from default activity; no workload was simulated.
